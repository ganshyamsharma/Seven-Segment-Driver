[/design/flow/design.v]
module led_driver(
	input i_clk, i_reset,
	input [15:0] i_bcd_data,
	output reg [3:0] o_digit_anodes_n,
	output reg [7:0] o_digit_cathode_n
);
	localparam S_DIGIT_0 = 8'b11000000;		 
    localparam S_DIGIT_1 = 8'b11111001; 
    localparam S_DIGIT_2 = 8'b10100100; 
    localparam S_DIGIT_3 = 8'b10110000; 
    localparam S_DIGIT_4 = 8'b10011001; 
    localparam S_DIGIT_5 = 8'b10010010; 
    localparam S_DIGIT_6 = 8'b10000010; 
    localparam S_DIGIT_7 = 8'b11111000; 
    localparam S_DIGIT_8 = 8'b10000000; 
    localparam S_DIGIT_9 = 8'b10010000; 
	localparam BLANK 	 = 8'b11111111;
	reg r_clk_1khz;
	reg [$clog2(50000)-1 : 0] r_divider;
	reg [1:0] r_cnt;
	reg [31:0] r_7seg_code;
	always @(*) begin
		case (i_bcd_data[3:0])
            4'b0000: r_7seg_code[7:0] = S_DIGIT_0; 
            4'b0001: r_7seg_code[7:0] = S_DIGIT_1; 
            4'b0010: r_7seg_code[7:0] = S_DIGIT_2; 
            4'b0011: r_7seg_code[7:0] = S_DIGIT_3; 
            4'b0100: r_7seg_code[7:0] = S_DIGIT_4; 
            4'b0101: r_7seg_code[7:0] = S_DIGIT_5; 
            4'b0110: r_7seg_code[7:0] = S_DIGIT_6; 
            4'b0111: r_7seg_code[7:0] = S_DIGIT_7; 
            4'b1000: r_7seg_code[7:0] = S_DIGIT_8; 
            4'b1001: r_7seg_code[7:0] = S_DIGIT_9; 
            default: r_7seg_code[7:0] = BLANK;    
        endcase
		case (i_bcd_data[7:4])
            4'b0000: r_7seg_code[15:8] = S_DIGIT_0; 
            4'b0001: r_7seg_code[15:8] = S_DIGIT_1; 
            4'b0010: r_7seg_code[15:8] = S_DIGIT_2; 
            4'b0011: r_7seg_code[15:8] = S_DIGIT_3; 
            4'b0100: r_7seg_code[15:8] = S_DIGIT_4; 
            4'b0101: r_7seg_code[15:8] = S_DIGIT_5; 
            4'b0110: r_7seg_code[15:8] = S_DIGIT_6; 
            4'b0111: r_7seg_code[15:8] = S_DIGIT_7; 
            4'b1000: r_7seg_code[15:8] = S_DIGIT_8; 
            4'b1001: r_7seg_code[15:8] = S_DIGIT_9; 
            default: r_7seg_code[15:8] = BLANK;   
        endcase
		case (i_bcd_data[11:8])
            4'b0000: r_7seg_code[23:16] = S_DIGIT_0;  
            4'b0001: r_7seg_code[23:16] = S_DIGIT_1; 
            4'b0010: r_7seg_code[23:16] = S_DIGIT_2;  
            4'b0011: r_7seg_code[23:16] = S_DIGIT_3;  
            4'b0100: r_7seg_code[23:16] = S_DIGIT_4;  
            4'b0101: r_7seg_code[23:16] = S_DIGIT_5;  
            4'b0110: r_7seg_code[23:16] = S_DIGIT_6;  
            4'b0111: r_7seg_code[23:16] = S_DIGIT_7;  
            4'b1000: r_7seg_code[23:16] = S_DIGIT_8;  
            4'b1001: r_7seg_code[23:16] = S_DIGIT_9;  
            default: r_7seg_code[23:16] = BLANK;    
        endcase
		case (i_bcd_data[15:12])
            4'b0000: r_7seg_code[31:24] = S_DIGIT_0;  
            4'b0001: r_7seg_code[31:24] = S_DIGIT_1;  
            4'b0010: r_7seg_code[31:24] = S_DIGIT_2;  
            4'b0011: r_7seg_code[31:24] = S_DIGIT_3;  
            4'b0100: r_7seg_code[31:24] = S_DIGIT_4; 
            4'b0101: r_7seg_code[31:24] = S_DIGIT_5;  
            4'b0110: r_7seg_code[31:24] = S_DIGIT_6; 
            4'b0111: r_7seg_code[31:24] = S_DIGIT_7;  
            4'b1000: r_7seg_code[31:24] = S_DIGIT_8;  
            4'b1001: r_7seg_code[31:24] = S_DIGIT_9;  
            default: r_7seg_code[31:24] = BLANK;    
        endcase
	end
	always @(posedge r_clk_1khz) begin
		if(i_reset) begin
			o_digit_anodes_n <= 4'b1110;
			o_digit_cathode_n <= r_7seg_code[7:0];
			r_cnt <= 1;
		end
		else begin
			r_cnt <= r_cnt + 1;
			o_digit_anodes_n <= {o_digit_anodes_n[2:0], o_digit_anodes_n[3]};
			if(r_cnt == 0)
				o_digit_cathode_n <= r_7seg_code[7:0];
			else if(r_cnt == 1)
				o_digit_cathode_n <= r_7seg_code[15:8];
			else if(r_cnt == 2)
				o_digit_cathode_n <= r_7seg_code[23:16];
			else if(r_cnt == 3)
				o_digit_cathode_n <= r_7seg_code[31:24];
			else 
				o_digit_cathode_n <= 0;
		end
	end
	localparam CLK_DIVIDER = 49999;					 
	always @(posedge i_clk) begin
		if (r_divider == CLK_DIVIDER) begin
			r_clk_1khz <= ~r_clk_1khz;
			r_divider <= 0;
		end
		else begin
			r_clk_1khz <= r_clk_1khz;
			r_divider <= r_divider + 1;
		end
	end
endmodule
[/design/flow/run.sh]
#!/bin/bash
# OpenROAD 26Q1-2900-gdf79404cd8, Yosys 0.63+post, stock flow scripts
make -C /OpenROAD-flow-scripts/flow DESIGN_CONFIG=/design/flow/config.mk WORK_HOME=/design/flow/orfs finish
[/design/flow/config.mk]
export PLATFORM = sky130hd
export DESIGN_NAME = led_driver
export DESIGN_NICKNAME = led_driver
export VERILOG_FILES = /design/flow/design.v
export SDC_FILE = /design/flow/constraint.sdc
export NUM_CORES = 4
export LEC_CHECK = 1
export CORE_UTILIZATION = 30
[/design/flow/constraint.sdc]
current_design led_driver

set clk_period 3.8
set clk_io_pct 0.2

create_clock -name clk0 -period $clk_period [get_ports {i_clk}]

set non_clock_inputs [all_inputs -no_clocks]
set_input_delay [expr $clk_period * $clk_io_pct] -clock clk0 $non_clock_inputs
set_output_delay [expr $clk_period * $clk_io_pct] -clock clk0 [all_outputs]
==> results.json <==
{
  "ctsResizeCount": 0,
  "status": "complete, no violations",
  "slew_violations": 0,
  "ys_cells": 239,
  "drt_iter0_drc": 42,
  "wl_mm": 3.88,
  "ys_async_sr_fraction": 0,
  "ant_nets": 0,
  "crit_fanout": 10,
  "wl_per_cell_um": 11.5,
  "grt_overflow": 0,
  "cts_made_buffers": 3,
  "die_y_um": 84.4,
  "max_cap_violations": 0,
  "period_needed_ps": 1810,
  "untimed_endpoints": 26,
  "edf_count": 1,
  "fp-row-count": 29,
  "r2r_slack_ps": 1990,
  "clock.fmax_ghz": 0.553,
  "ioPinCount": 30,
  "cp-end-kind": "flip-flop",
  "ys_chip_area_sq_um": 2040,
  "root_buffer": "clkbuf_8",
  "tightest_slew_ps": 533,
  "ys.flops": 31,
  "grt_pass1_vias": 1410,
  "via_per_inst": 4.82,
  "finClkSkew_ps": 2.71,
  "cts_max_path_buffers": 2,
  "dieArea_sq_um": 7130,
  "syn_area_per_cell_sq_um": 8.53,
  "crit_arrival_ps": 1720,
  "post-route-period-util": 0.476,
  "start_kind": "flip-flop",
  "syn-instance-count": 239,
  "cts_tree": "done",
  "netlist_area_sq_um": 2040,
  "grt_pass1_wl_mm": 6.53,
  "utilization": 0.374,
  "yosys.cell_types.count": 43,
  "fin_tns_setup_ps": 0,
  "place_congestion": 0.832,
  "initCoreUtil": 0.316,
  "clkTransAtPathRegs_ps": 60,
  "syn_to_final_growth_pct": 18.5,
  "rsz0062_at_grt": "false",
  "cts_setup_buffers": 0,
  "dp_hpwl_mm": 3.09,
  "core_area_sq_um": 6460,
  "ctsHoldBuffers": 0,
  "diodes": 0,
  "vdd_drop_max_v": 0.0000965,
  "leakage_uw": 0.000987,
  "layout_top_cells": "dfxtp_1 (30), clkdlybuf4s50_1 (29), nor2_1 (26), ha_1 (26), o21ai_0 (17)",
  "hold_violations": 0,
  "yosys_warnings": 1,
  "dr.pass1.iters": 23,
  "clkLatencyLatePin_ps": 250,
  "slew-limit-headroom": 0.641,
  "finalSetupViolCount": 0,
  "drive_gt1_frac": 0.0420,
  "warnings": 45,
  "unclocked_regs": 14,
  "criticalPathCategory": "flip-flop to flip-flop",
  "antenna_found_initial": 0,
  "track_usage": 0.112,
  "ff_type": "dfxtp_1",
  "htree_levels": 1,
  "ys_seq_frac": 0.309,
  "critical_path_required_ps": 3710,
  "hold_path.class": "flip-flop to flip-flop",
  "finalWorstSetupSlack_ps": 1990,
  "vias": 1633,
  "post-place-ws_ps": 1970,
  "drc_errors": 0,
  "p_per_area_nw_per_um2": 168,
  "port_buffers": 29,
  "grt_max_degree": 16,
  "die_width_um": 84.4,
  "lay_top_count": "dfxtp_1"
}
[cell families after synthesis]
| logic type | Yosys count | synth area share |
|---|---|---|
| simple gates | 86 | 0.225 |
| compound gates | 53 | 0.173 |
| flops | 31 | 0.309 |
| fa+ha+maj | 26 | 0.160 |
| buf+inv | 25 | 0.0540 |
| xor+xnor | 16 | 0.0688 |
| mux | 2 | 0.0104 |
[worst paths after layout]
check / start / cells past startpoint / endpoint
max: r_divider[5] / 3 / r_clk_1khz
min: r_divider[0] / 1 / r_divider[0]
max reg2reg: r_divider[5] / 3 / r_clk_1khz
min reg2reg: r_divider[0] / 1 / r_divider[0]
[cells in the mapped netlist (8+ instances only)]
cell | number | share of area
a21oi_1 | 9 | 0.022
ha_1 | 26 | 0.16
xor2_1 | 8 | 0.034
o21ai_0 | 17 | 0.042
xnor2_1 | 8 | 0.034
inv_1 | 15 | 0.028
nor2_1 | 26 | 0.048
a211oi_1 | 8 | 0.029
dfxtp_1 | 30 | 0.29
nor2b_1 | 8 | 0.025
nand2_1 | 8 | 0.015
nand2b_1 | 15 | 0.046
[power breakdown]
part | total (uW) | internal [uW] | switching (uW)
combinational | 94.7 | 45.0 | 49.7
sequential | 181 | 181 | 0
clock | 130 | 74.2 | 55.6
total | 405 | 300 | 105
[metal layers]
metal / GRT usage / up-vias / part of all wire
li1: - / 881 / -
met1: 0.180 / 709 / 0.51
met3: 0.00896 / 12 / 0.040
met4: 0.00924 / 0 / 0.0080
met2: 0.174 / 31 / 0.44
met5: 0 / - / 0
[metrics by stage]
stage / hold WS, ps / cell area, sq um / instances / total power (uW)
2_1_floorplan: 426 / 2040 / 239 / 243
3_3_place_gp: 437 / 2370 / 335 / 279
3_5_place_dp: 452 / 2370 / 335 / 279
4_1_cts: 467 / 2420 / 339 / 408
5_1_grt: 485 / 2420 / 339 / 431
6_report: 458 / 2420 / 339 / 405
[cell type report]
cell class                      count  area, sq um
Tap cell                           77         96.3
Timing Repair Buffer               29          290
Fill cell                         646         4040
Sequential cell                    31          631
Inverter                           15         56.3
Clock buffer                        4         45.0
Multi-Input combinational cell    183         1300
[worst max-delay path, cell delays in order (launching register included)]
cell     delay (ps)
dfxtp_1         360
or4b_1          510
nor3_1          130
and4_1          470
[state kept, by name (all words and copies together) (netlist names)]
register           flops
r_divider             16
o_digit_cathode_n      8
o_digit_anodes_n       4
r_cnt                  2
r_clk_1khz             1
Power is estimated from default activity; no workload was simulated.
